==> design/flow/design.v <==
module keypad
	(
		input wire clk,
		output reg[3:0] rows, 
		input wire[3:0] cols,
		output reg pressed,
		output reg released,
		output reg[3:0] digits,
		output reg[3:0] opers
	);
	reg[1:0] state = 0;
	reg[31:0] count = 0;	
	reg[2:0] scan_row = 0;
	reg[0:0] detected = 0;
	initial begin	
		pressed <= 0;
		released <= 0;
		digits <= 0;
		opers <= 0;
		state <= 0;
		count <= 0;
		detected <= 0;
	end
	always @(posedge clk) begin
		if (count == 0) begin							
			count <= 32'd49_999;				 
			case (state)
				0: begin
					if (scan_row == 4) begin
						state <= 2;
						scan_row <= 0;
					end else begin 
						state <= 1;
						released <= 0;
						case (scan_row)
							0: rows <= 4'b1110;
							1: rows <= 4'b1101;
							2: rows <= 4'b1011;
							3: rows <= 4'b0111;
							default: rows <= 4'b1111;
						endcase
					end
					count <= 0;
				end
				1: begin
					scan_row <= scan_row + 1;
					state <= 0;
					case (scan_row)
						0: begin
							if (~cols[0]) begin digits <= 4'd1; detected <= 1; end
							else if (~cols[1]) begin digits <= 4'd2; detected <= 1; end
							else if (~cols[2]) begin digits <= 4'd3; detected <= 1; end
							else if (~cols[3]) begin opers <= 3'd1; detected <= 1; end
						end
						1: begin
							if (~cols[0]) begin digits <= 4'd4; detected <= 1; end
							else if (~cols[1]) begin digits <= 4'd5; detected <= 1; end
							else if (~cols[2]) begin digits <= 4'd6; detected <= 1; end
							else if (~cols[3]) begin opers <= 3'd2; detected <= 1; end
						end
						2: begin
							if (~cols[0]) begin digits <= 4'd7; detected <= 1; end
							else if (~cols[1]) begin digits <= 4'd8; detected <= 1; end
							else if (~cols[2]) begin digits <= 4'd9; detected <= 1; end
							else if (~cols[3]) begin opers <= 3'd3; detected <= 1; end
						end
						3: begin
							if (~cols[1]) begin digits <= 4'd0; detected <= 1; end
							else if (~cols[3]) begin opers <= 3'd4; detected <= 1; end
							else if (~cols[0]) begin opers <= 3'd5; detected <= 1; end
							else if (~cols[2]) begin opers <= 3'd6; detected <= 1; end
						end
					endcase
				end
				2: begin
					if (detected) begin 
						pressed <= 1;
						detected <= 0;
						state <= 0;
					end else begin
						if (pressed) begin
							released <= 1;
							state <= 3;
							pressed <= 0;
						end else state <= 0;
					end
					count <= 0;
				end
				3: begin
					released <= 0;
					digits <= 0;
					opers <= 0;
					state <= 0;
					count <= 0;
				end
			endcase
		end else begin
			count <= count - 1;
		end
	end
endmodule
==> design/flow/run.sh <==
#!/bin/bash
# OpenROAD 26Q1-2900-gdf79404cd8, Yosys 0.63+post, stock flow scripts
make -C /OpenROAD-flow-scripts/flow DESIGN_CONFIG=/design/flow/config.mk WORK_HOME=/design/flow/orfs finish
==> design/flow/config.mk <==
export PLATFORM = sky130hd
export DESIGN_NAME = keypad
export DESIGN_NICKNAME = keypad
export VERILOG_FILES = /design/flow/design.v
export SDC_FILE = /design/flow/constraint.sdc
export NUM_CORES = 4
export LEC_CHECK = 1
export CORE_UTILIZATION = 50
==> design/flow/constraint.sdc <==
current_design keypad

set clk_period 6.4
set clk_io_pct 0.2

create_clock -name clk0 -period $clk_period [get_ports {clk}]

set non_clock_inputs [all_inputs -no_clocks]
set_input_delay [expr $clk_period * $clk_io_pct] -clock clk0 $non_clock_inputs
set_output_delay [expr $clk_period * $clk_io_pct] -clock clk0 [all_outputs]
==> results.txt <==
FMAX - 266.3 MHz
max-slew violation count - 0
Root Driver - clkbuf_8
via count - 2112
die height - 75.33 µm
ANT cells - 0
crit path DRT - 6410 ps
gpl congestion - 0.8583
clk latency of the worst-skew pair - 300 ps
number of enable flip-flop cells - 19
core box area - 5140 µm²
CTS sink count - 51
row cnt - 26
Final min period - 3755 ps
r2r setup slk - 2640 ps
pin count of the biggest net entering global routing - 22
#FFs+latches synth - 51
WL per Instance - 14.95 µm
yosys stat area - 2689 µm²
Peak VDD IR - 0.1333 mV
dpl cells - 360
cells in synth_stat.txt - 290
routed vias/inst - 5.739
Slew headroom - 47.57%
layout cells sized above 1 - 4.362%
Tool Warnings - 33
Hold Fails Final Rpt - 0
TritonCTS Buffers - 5
Max clock buf depth - 2
Mapped Cells - 290
most used logic cell in the final layout - dfxtp_1
Synth area leaders - dfxtp_1, edfxtp_1, ha_1
cell type with the largest total area - dfxtp_1
Total GRT Usage - 21.82%
vias in the first global route - 1766
RSZ-0062 raised after global routing - false
Startpoint Class - register
Worst-Margin Slew - 784.1 ps
Power Density - 173.5 nW/µm²
postcts setup bufs - 0
outcome - finished clean
Leakage - 0.9424 nW
total wire length - 5502 µm
global-route wire length before repair - 9018 µm
Top Layout Cells - dfxtp_1, nor2_1, edfxtp_1
DP HPWL - 3946 µm
sequential standard cell area - 1211 µm²
FP Util - 52.31%
critical path class - register to register
setup_tns - 0 ps
post-route clock period utilization - 58.68%
Die W - 75.33 µm
MaxCap Viol Count - 0
crit path launch - count[14]
Seq/Total Area, Yosys - 45.04%
io pins - 19
crit-path max FO - 21
Area leader share - 23.83%
CTS resizes - 0
TritonRoute pass-1 iters - 4
Die Area - 5675 µm²
first-iteration detailed-routing DRC count - 122
capturing point of the worst reg2reg path - scan_row[0]
antenna-violating nets left - 0
Yosys Warn Count - 1
reg2reg start - count[14]
Comb area - 1341 µm²
worst r2r path cells - 5
FFs w/ async S/R, synth - 0%
Area Growth Syn to Fin - 10.05%
clk slew on worst S/H paths - 90 ps
Worst Path Arrival - 3770 ps
TritonCTS clock tree - done
Netlist cell types - 45
Port Buffer Count - 17
hold crit path type - register to register
maximum level of the CTS H-tree - 2
Avg Cell Area, Syn - 9.272 µm²
final number of setup-violating endpoints - 0
grt ovf - 0
DRC viols - 0
Filler cells - 467
initial antenna violation count - 0
Synth Flop Type - dfxtp_1
critical path endpoint - scan_row[0]
Non-Filler Instances - 368
Clock Skews - 7.004 ps
critical path capture point type - register
Syn Std Cell Area - 2689 µm²
Hold-fix buffers, CTS - 0
## routing by layer
metal  track usage [%]  vias to the layer above  share of wire [%]
li1                  -                     1093                  -
met1             39.76                      960                 55
met2             28.57                       48                 39
met3             4.021                       11                4.6
met4             2.675                        0                1.3
met5                 0                        -                  0
## metrics by stage
stage	area (µm²)	power (mW)	util, %	hold WS (ps)	setup WS (ps)
4_1_cts	2959	0.5214	57.57	489.3	2653
3_3_place_gp	2878	0.3468	55.99	463.0	2758
3_5_place_dp	2878	0.3467	55.99	467.7	2674
5_1_grt	2959	0.5355	57.57	514.1	2259
6_report	2959	0.5135	57.57	486.7	2645
2_1_floorplan	2689	0.3437	-	435.7	4035
## synth_stat cells (10+ instances only)
| cell type | n |
|---|---|
| edfxtp_1 | 19 |
| o31ai_1 | 11 |
| clkbuf_1 | 12 |
| dfxtp_1 | 32 |
| nor2_1 | 25 |
| nor3_1 | 12 |
| a21oi_1 | 17 |
| nor4_1 | 14 |
| or3_1 | 10 |
| or4_1 | 11 |
| ha_1 | 11 |
| nand2_1 | 16 |
| inv_1 | 16 |
## critical path: stages, from the launching register on
cell     delay (ps)
dfxtp_1         370
nor4_1          590
nand4_1         750
or3_1           820
inv_1           640
and2_1          280
## worst min-delay path by stage
stage	startpoint	to	cells past startpoint
6_report	detected	pressed	0
5_1_grt	count[29]	count[29]	2
4_1_cts	count[29]	count[29]	2
## where the power goes
part / switching (mW) / total [mW] / leakage (nW) / internal (mW)
Sequential: 0 / 0.334 / 0.406 / 0.334
Combinational: 0.00257 / 0.00558 / 0.494 / 0.00301
Clock: 0.0975 / 0.174 / 0.0422 / 0.0769
## cell type report
type                            instances  share of cell area, %
Tap cell                               70                  2.960
Timing Repair Buffer                   18                  6.004
Inverter                               16                  2.030
Clock inverter                          1                 0.1691
Sequential cell                        51                  40.93
Clock buffer                            7                  2.579
Multi-Input combinational cell        205                  45.33
## registers in the layout, indices dropped and copies added (netlist names)
name / flops
opers: 3
count: 32
rows: 4
detected: 1
digits: 4
pressed: 1
state: 2
scan_row: 3
released: 1
## cell families after synthesis
| kind of cell | Yosys count | share of synthesized area, % |
|---|---|---|
| AOI/OAI and AO/OA | 57 | 13.91 |
| xor gates and xnor gates | 12 | 3.909 |
| adders and majority gates | 11 | 5.119 |
| buffers and inverters | 34 | 5.072 |
| DFF | 51 | 45.04 |
| muxes | 5 | 1.861 |
| other | 1 | 0.1395 |
| and+or+nand+nor | 119 | 24.94 |
Power figures rest on the tool's default switching activity, not on a simulated workload.
