$ cat ./run.sh
#!/bin/bash
# OpenROAD 26Q1-2900-gdf79404cd8, Yosys 0.63+post, stock flow scripts
make -C /OpenROAD-flow-scripts/flow DESIGN_CONFIG=/design/flow/config.mk WORK_HOME=/design/flow/orfs finish
$ cat ./config.mk
export PLATFORM = sky130hd
export DESIGN_NAME = pushbtn
export DESIGN_NICKNAME = pushbtn
export VERILOG_FILES = /design/flow/design.v
export SDC_FILE = /design/flow/constraint.sdc
export NUM_CORES = 4
export LEC_CHECK = 1
export CORE_UTILIZATION = 30
$ cat ./constraint.sdc
current_design pushbtn

set clk_period 7.5
set clk_io_pct 0.2

create_clock -name clk0 -period $clk_period [get_ports {clk}]

set non_clock_inputs [all_inputs -no_clocks]
set_input_delay [expr $clk_period * $clk_io_pct] -clock clk0 $non_clock_inputs
set_output_delay [expr $clk_period * $clk_io_pct] -clock clk0 [all_outputs]
$ cat ./design.v
module pushbtn #(
		parameter INVERT = 1'b0
	)(
		input wire clk,
		input wire button,
		output reg released,
		output reg pressed
	);
	reg[31:0] count = 0;	
	reg[1:0] state = 0;
	reg[2:0] press_iter = 0;
	reg[2:0] rel_iter = 0;
	initial begin
		pressed <= 0;
		released <= 0;
		count <= 0;
		press_iter <= 0;
		rel_iter <= 0;
	end
	always @(posedge clk) begin
		if (count == 0) begin
			count <= 32'd49_999;
			if (pressed) begin
				pressed <= 0;
			end else if (released) begin
				released <= 0;
				rel_iter <= 0;
				press_iter <= 0;
			end else if ((button & !INVERT) || (!button & INVERT)) begin
				rel_iter <= 0;
				if (press_iter == 4'd6) begin
					pressed <= 1;
					count <= 0;
					press_iter <= 4'd7;
				end else if (!(press_iter == 4'd7)) press_iter <= press_iter + 1;
			end else begin  
				if (press_iter == 4'd7 && rel_iter == 4'd6) begin
					rel_iter <= 4'd7;
					count <= 0;
					released <= 1;
				end else if (!(rel_iter == 4'd7) && press_iter == 4'd7) rel_iter <= rel_iter + 1;
			end
		end else begin
			count <= count - 1;
		end
	end
endmodule
==> changes_impl.md <==
### Changed

* Sum Neg Setup Slack at 0 ns
* Part of the power in registers at 0.616
* Total half-perimeter wirelength after legalization and detailed placement at 2.50 mm
* Yosys warning total at 1
* Post-CTS setup buffers at 0
* DRC violations left at 0
* Iteration-0 DRC count of the detailed router at 92
* Final clock period utilization by the worst path at 0.420
* Synthesized chip area reported by yosys at 0.00196 mm^2
* Combined area of all synthesized cells at 0.00196 mm^2
* Die W at 82.8 um
* Total met2 wirelength after detailed routing at 1.63 mm
* Avg Synthesized Cell Area at 9.55 um^2
* H-tree Lvls at 2
* Synthesized flop and latch total at 40
* Reported leakage power at 0.816 nW
* Cells in synth_stat.txt at 205
* Kind of path behind the tightest hold check: reg2reg
* CTS sink count at 40
* Ratio of cells with drive above 1 in the final layout at 0.107
* TritonCTS buffer count at 5
* Max-slew violation count at 0
* Power density relative to cell area at 164 mW/mm^2
* Tally of OpenROAD warnings at 27
* Number of routed nets with antenna violations at 0
* Maximum cell stage delay along the critical path at 0.81 ns
* Via count of the routed design at 1555
* Gate count of the mapped netlist at 205
* Critical path's slowest cell: nor4_1
* Area added between synthesis and finish at 10.4%
* FP Core Util at 0.310
* Antenna diodes at 0
* Measured slew at the worst slew-check pin at 0.933 ns
* Average detailed-routed wire length per instance at 12.6 um
* Skew final at 0.00830 ns
* Maximum number of pins on one net before global-route repair at 24
* Tally of max-capacitance violations at 0
* Classification of the worst setup path: reg2reg
* Commonest non-fill, non-tap cell in the layout: dfxtp_1
* Highest attainable clock frequency at 317 MHz
* Most frequently placed logic cells in the final layout: dfxtp_1 (32), a21oi_1 (20), nor2_1 (16)
* GPL Wtd Cong at 0.800
* Vias/cell at 5.33
* Count of input and output buffers at 3
* CP max FO at 6
* Combinational share of power at 0.004
* Worst-skew pair later-pin latency at 0.29 ns
* Number of failing setup endpoints in the final timing report at 0
* Reported net switching power at 0.0699 mW
* Critical path data arrival time at 3.07 ns
* Final worst path period need at 3.15 ns
* Core area at 0.00631 mm^2
* First-pass GRT wire length at 6.59 mm
* Clock network power share at 0.379
* Highest routed metal layer: met4
* Die Height at 82.8 um
* Required time of the critical path at 7.42 ns
* DP Cell Count at 284
* Fraction of power spent switching nets at 0.197
* Number of standard cells in the final layout excluding fillers at 292
* Router iterations before antenna repair at 4
* Antenna violations before repair at 0
* TritonCTS clock tree: done
* Global-route total usage across every layer at 0.128
* Met1 routed wirelength after detailed routing at 1.93 mm
* Post-cts resize count at 0
* Slew HR at 0.362
* CP Capture Type: register
* Root buffer selected by CTS: clkbuf_8
* Hold-fix buffers at CTS at 0
* Run status: finished clean
* Congestion Overflow GR at 0
* Routed wire length at 3.68 mm
* Final-report hold violation count at 0
* Cells along the critical path: or4_1 > nor4_1 > nand2_1 > a2111oi_0
* Largest voltage drop on the vdd net at 0.0662 mV
* Layout Utilization at 0.342
* Count of cell types in the netlist at 41
* Ports at 4
* Std cell rows at 29
* Vias in the first global route at 1457
* Die Size at 0.00685 mm^2
* Buffer depth of the longest clock path at 2
* Clock slew at reported path FFs at 0.07 ns
* Met3 routed wirelength at 98 um
* Internal power contribution at 0.284 mW
* RSZ-0062 raised after global routing: no
* Type of element launching the critical path: register
* Portion of the post-synthesis area used by sequential elements at 0.450
[cells by family after synthesis]
| kind of cell | share of synthesized area |
|---|---|
| xor gates and xnor gates | 0.0447 |
| buffers and inverters | 0.0307 |
| adders and majority gates | 0.0447 |
| DFF | 0.450 |
| AOI/OAI and AO/OA | 0.141 |
| and+or+nand+nor | 0.247 |
| muxes | 0.0428 |
[final cells by class]
cell class	instances	area [um^2]
Timing Repair Buffer	7	60.1
Tap cell	77	96.3
Fill cell	652	4150
Multi-Input combinational cell	153	1020
Clock buffer	7	76.3
Clock inverter	1	5.00
Inverter	7	26.3
Sequential cell	40	881
[power by group through the flow]
| stage | sequential [mW] | combinational, mW | clock [mW] |
|---|---|---|---|
| CTS | 0.218 | 0.00155 | 0.140 |
| finish | 0.218 | 0.00157 | 0.134 |
| global route | 0.218 | 0.00172 | 0.152 |
[state kept, by name, summed over array words and instances, names as in the netlist]
name        cells
released        1
pressed         1
rel_iter        3
press_iter      3
count          32
[cells in the mapped netlist]
| cell | instances | area share |
|---|---|---|
| xor2_1 | 6 | 0.027 |
| nand2_1 | 14 | 0.027 |
| ha_1 | 7 | 0.045 |
| clkbuf_1 | 2 | 0.0038 |
| nor3_2 | 1 | 0.0051 |
| nor4_1 | 8 | 0.026 |
| buf_4 | 1 | 0.0038 |
| dfxtp_1 | 32 | 0.33 |
| buf_2 | 1 | 0.0026 |
| a21oi_1 | 20 | 0.051 |
| nor2_1 | 16 | 0.031 |
| o31ai_1 | 10 | 0.038 |
| o21ai_0 | 7 | 0.018 |
| nand4b_1 | 3 | 0.013 |
| a31oi_1 | 1 | 0.0032 |
| nor4_2 | 1 | 0.0064 |
| o31a_1 | 1 | 0.0045 |
| or4_4 | 2 | 0.012 |
| or2_2 | 2 | 0.0064 |
| mux2_2 | 3 | 0.017 |
| or3_2 | 1 | 0.0038 |
| or4_2 | 2 | 0.0089 |
| nand3b_1 | 1 | 0.0038 |
| nor2b_1 | 1 | 0.0032 |
| nand3_1 | 5 | 0.013 |
| clkbuf_8 | 1 | 0.0070 |
| a2111oi_0 | 1 | 0.0045 |
| or3_1 | 4 | 0.013 |
| nand4_2 | 1 | 0.0064 |
| edfxtp_1 | 8 | 0.12 |
| and3_1 | 3 | 0.0096 |
| mux2i_1 | 5 | 0.026 |
| inv_1 | 7 | 0.013 |
| or4_1 | 7 | 0.027 |
| or2_0 | 1 | 0.0032 |
| xnor2_1 | 4 | 0.018 |
| nor3_1 | 5 | 0.013 |
| nand4_1 | 4 | 0.013 |
| o41ai_1 | 3 | 0.013 |
| o211ai_1 | 2 | 0.0077 |
| nor3b_1 | 1 | 0.0038 |
[per-stage QoR]
stage	worst slack [ns]	hold slack, ns	total power, mW	instance area (um^2)
after detailed placement	4.14	0.463	0.225	2080
after global placement	4.20	0.458	0.225	2080
after CTS	4.38	0.475	0.360	2160
after floorplan	4.87	0.443	0.224	1960
final	4.35	0.470	0.354	2160
after global routing	4.08	0.504	0.371	2160
[metal layers]
metal,vias up,GRT usage
met5,-,0
met4,0,0.0155
met3,2,0.0299
met2,11,0.195
met1,737,0.194
li1,805,-
[worst max-delay path, delay by kind of cell, from the launching register on]
kind               cells  cell delay (ns)
and+or+nand+nor        3             1.67
AOI/OAI and AO/OA      1             0.79
DFF                    1             0.31
[path summary, 6_finish.rpt]
kind	startpoint	end	slack, ns	depth (start not counted)
setup reg to reg	count[23]	rel_iter[0]	4.35	4
hold / removal	count[23]	count[23]	0.47	2
hold reg to reg	count[23]	count[23]	0.47	2
setup / recovery	count[23]	rel_iter[0]	4.35	4
No activity file was given, so power comes from the tool's default toggle rates.
