<file path="./run.sh">
#!/bin/bash
# OpenROAD 26Q1-2900-gdf79404cd8, Yosys 0.63+post, stock flow scripts
make -C /OpenROAD-flow-scripts/flow DESIGN_CONFIG=/design/flow/config.mk WORK_HOME=/design/flow/orfs finish
</file>
<file path="./config.mk">
export PLATFORM = sky130hd
export DESIGN_NAME = disp
export DESIGN_NICKNAME = disp
export VERILOG_FILES = /design/flow/design.v
export SDC_FILE = /design/flow/constraint.sdc
export NUM_CORES = 4
export LEC_CHECK = 1
export CORE_AREA = 10 10 89 89
export DIE_AREA = 0 0 99 99
</file>
<file path="./constraint.sdc">
current_design disp

set clk_period 10.9
set clk_io_pct 0.2

create_clock -name clk0 -period $clk_period

set non_clock_inputs [all_inputs -no_clocks]
set_input_delay [expr $clk_period * $clk_io_pct] -clock clk0 $non_clock_inputs
set_output_delay [expr $clk_period * $clk_io_pct] -clock clk0 [all_outputs]
</file>
<file path="./design.v">
	module disp 
	(
		input wire[8:0] SW,
		input wire[2:0] KEY,
		output wire[6:0] HEX0, HEX1, HEX2, HEX3,
		output wire[9:0] LEDR,
		output wire[3:0] LEDG
	);
	wire[3:0] ao_a, ao_b, ao_c, ao_d, ao_e, ao_f, ao_g, ao_h, ao_i;
	cond_add ca_a (.i(SW[8:6]), .o(ao_a));
	cond_add ca_b (.i({ao_a[2:0], SW[5]}), .o(ao_b));
	cond_add ca_c (.i({ao_b[2:0], SW[4]}), .o(ao_c));
	cond_add ca_d (.i({ao_a[3], ao_b[3], ao_c[3]}), .o(ao_d));
	cond_add ca_e (.i({ao_c[2:0], SW[3]}), .o(ao_e));
	cond_add ca_f (.i({ao_d[2:0], ao_e[3]}), .o(ao_f));
	cond_add ca_g (.i({ao_e[2:0], SW[2]}), .o(ao_g));
	cond_add ca_h (.i({ao_f[2:0], ao_g[3]}), .o(ao_h));
	cond_add ca_i (.i({ao_g[2:0], SW[1]}), .o(ao_i));
	wire[3:0] bcd1s, bcd10s, bcd100s;
	assign bcd1s = {ao_i[2:0], SW[0]};
	assign bcd10s = {ao_h[2:0], ao_i[3]};
	assign bcd100s = {ao_d[3], ao_f[3], ao_h[3]};
	bin2ssd #(.INVERT(1)) bs0 (.b(bcd1s), .s(HEX0));
	bin2ssd #(.INVERT(1)) bs1 (.b(bcd10s), .s(HEX1));
	bin2ssd #(.INVERT(1)) bs2 (.b(bcd100s), .s(HEX2));
	assign HEX3 = 7'b1111111;
	wire[3:0] so_a, so_b, so_c, so_d, so_e, so_f, so_g, so_h, so_i;
	assign LEDR[0] = bcd1s[0];
	cond_sub cs_i (.i({bcd10s[0], bcd1s[3:1]}), .o(so_i));
	cond_sub cs_h (.i({bcd100s[0], bcd10s[3:1]}), .o(so_h));
	assign LEDR[1] = so_i[0];
	cond_sub cs_g (.i({so_h[0], so_i[3:1]}), .o(so_g));
	assign LEDR[2] = so_g[0];
	cond_sub cs_f (.i({bcd100s[1], so_h[3:1]}), .o(so_f));
	cond_sub cs_e (.i({so_f[0], so_g[3:1]}), .o(so_e));
	assign LEDR[3] = so_e[0];
	cond_sub cs_d (.i({bcd100s[2], so_f[3:1]}), .o(so_d));
	cond_sub cs_c (.i({so_d[0], so_e[3:1]}), .o(so_c));
	assign LEDR[4] = so_c[0];
	cond_sub cs_b (.i({so_d[1], so_c[3:1]}), .o(so_b));
	assign LEDR[5] = so_b[0];
	cond_sub cs_a (.i({so_d[2], so_b[3:1]}), .o(so_a));
	assign LEDR[8:6] = {so_a[2:0]};
endmodule
module bin2ssd #(
		parameter INVERT = 1'b0
	)(
		input wire[3:0] b,  
		input wire bi,  
		output wire[6:0] s,  
		output wire bo,  
		input wire mi,  
		input wire rz,  
		output wire zo,  
		output wire mo  
	);
	wire[6:0] seg;
	assign zo = (b == 4'h0);
	assign bo = (zo & bi);
	assign consume_minus = (mi & !rz & zo);
	assign mo = (mi & !consume_minus);
	assign seg =  (consume_minus ? 7'b1000000:
					 (((b == 4'h0) ? 7'b0111111 :
						(b == 4'h1) ? 7'b0000110 :
						(b == 4'h2) ? 7'b1011011 :
						(b == 4'h3) ? 7'b1001111 :
						(b == 4'h4) ? 7'b1100110 :
						(b == 4'h5) ? 7'b1101101 :
						(b == 4'h6) ? 7'b1111101 :
						(b == 4'h7) ? 7'b0000111 :
						(b == 4'h8) ? 7'b1111111 :
						(b == 4'h9) ? 7'b1101111 :
						(b == 4'hA) ? 7'b1110111 :
						(b == 4'hB) ? 7'b1111100 :
						(b == 4'hC) ? 7'b0111001 :
						(b == 4'hD) ? 7'b1011110 :
						(b == 4'hE) ? 7'b1111001 :
										  7'b1110001) 
						& {7{!bo}})) ;
	assign s = INVERT ? seg ^ 7'b1111111 : seg;
endmodule
module cond_add
	(
		input wire[3:0] i,
		output wire [3:0] o
	);
	assign o =	(i == 4'b0000) ? 4'b0000 :
					(i == 4'b0001) ? 4'b0001 :
					(i == 4'b0010) ? 4'b0010 :
					(i == 4'b0011) ? 4'b0011 :
					(i == 4'b0100) ? 4'b0100 :
					(i == 4'b0101) ? 4'b1000 :
					(i == 4'b0110) ? 4'b1001 :
					(i == 4'b0111) ? 4'b1010 :
					(i == 4'b1000) ? 4'b1011 :
					(i == 4'b1001) ? 4'b1100 :
										  4'b0000 ;
endmodule
module cond_sub
	(
		input wire[3:0] i,
		output wire [3:0] o
	);
	assign o =
				(i == 4'b0000) ? 4'b0000 :
				(i == 4'b0001) ? 4'b0001 :
				(i == 4'b0010) ? 4'b0010 :
				(i == 4'b0011) ? 4'b0011 :
				(i == 4'b0100) ? 4'b0100 :
				(i == 4'b1000) ? 4'b0101 :
				(i == 4'b1001) ? 4'b0110 :
				(i == 4'b1010) ? 4'b0111 :
				(i == 4'b1011) ? 4'b1000 :
				(i == 4'b1100) ? 4'b1001 :
									  4'b0000 ;
endmodule
</file>
==> notes.md <==
yosys + openroad results -> Worst Tran Pin Value 0.744 ns, P_leak about 0.72 nW, total congestion overflow 0, XOR/XNOR Fraction of Synth Area 3.81%, post-CTS setup buffer count 0, Placed Area 2070 um2, Critical Path Start Type input port, Syn Inst Count 279, yosys cell count 279, layout cells sized above 1 a little under a tenth, via count 1990, vias per cell 5.59, max cap viols 0, Cell Rows 28, number of top-level pins around 54, Worst slew margin ~50%, setup TNS 0 ns, critical path class in2out, Yosys Chip Area 1810 um2, crit path DAT 5.64 ns, Max FO, Critical Path 23, clkbuf count 0, total global-route track usage under 10%, die x size 99 um, drt drc 0, cell area after layout 2070 um2, max-slew violation count 0, first-pass GRT wire length a little under 9000 um, crit share post-route 71.8%, TritonRoute pass-1 iters 4, area fraction in compound gates 41.8%, diode count 0, dominant kind of combinational cell AND-OR/OR-AND gates, RSZ-0062 raised after global routing no, Post-Route WL 5070 um, Tool Warnings 35, post-CTS resize count 0, yosys warns 17, CP dominant cell by count clkdlybuf4s50_1, fin worst setup slack 3.08 ns, P per Cell Area between 50 and 60 nW/um2, First DRT Iteration DRCs 310, hold buffers post-CTS 0, CP max stage cell clkdlybuf4s50_1, Seq. cell area 0 um2, adder-cell share of the synthesized area 1.11%, top cells by area buf_4, nor2_1, nand2_1, Worst Hold Slack 5.42 ns, outcome completed, routability congestion estimate 0.834, Syn-to-layout area delta 14.8%, Commonest cells post-synth nor2_1, nand2_1, clkbuf_1, DRT antenna net count 0, Flops 0, dpl hpwl roughly 3700 um, mean routed wirelength per cell 14.2 um, Die Size 9800 um2, Top-area cell share 6.65%, Final setup viols 0, Die H 99 um, vias in the first global route 1755, Hold Crit Class in2out, Placeable Area 5990 um2, Post-Place Setup Slack 3.12 ns, crit path time final around 7.8 ns, register share after synthesis 0%, synthesized area between 1500 and 2000 um2, largest net degree at the start of global routing 42, post-synthesis average cell area ~6.5 um2, fmax 0.128 GHz, worst-path cell chain clkdlybuf4s50_1 -> xnor2_1 -> a21o_1 -> and3_1 -> nand3_1 -> a211oi_1 -> o211ai_1 -> o21ai_0 -> clkdlybuf4s50_1, post-synthesis simple-gate area fraction 32.8%, Critical Path Max Stage Delay 0.79 ns, Fin. Hold Viols 0, cell type with the largest total area buf_4, Worst VDD drop approximately 0.026 mV, fp util a little under a third, initial antenna violation count 0, Crit. End Element primary output, CP Data Required Time around 8.7 ns, Buffers on Ports 39, Yosys cell types approximately 73, most common cell in the netlist nor2_1, mux frac, synth 2.08%
[layout make-up]
class | instances | area, um2
fill | 633 | 3920
inverter | 7 | 26.3
multi-input combinational | 229 | 1520
tap | 75 | 93.8
timing repair buffer | 45 | 435
[kinds of logic after synthesis]
| group | after synthesis |
|---|---|
| adders and majority gates | 2 |
| other | 2 |
| and+or+nand+nor | 112 |
| xor gates and xnor gates | 7 |
| buffers and inverters | 60 |
| AOI/OAI and AO/OA | 93 |
| muxes | 3 |
[per-stage QoR]
step | util, % | total power [W] | instances
floorplan | - | 0.0000837 | 289
global placement | 34.6 | 0.000122 | 356
detailed placement | 34.6 | 0.000122 | 356
CTS | 34.6 | 0.000123 | 356
global route | 34.6 | 0.000136 | 356
finish | 34.6 | 0.000122 | 356
[power by group]
group / total [W] / leakage [nW] / switching, W / internal (W)
clock: 0 / 0 / 0 / 0
combinational: 0.000122 / 0.718 / 0.0000606 / 0.0000613
sequential: 0 / 0 / 0 / 0
total: 0.000122 / 0.718 / 0.0000606 / 0.0000613
[critical path, delay by kind of cell]
family                    cells  cell delay [ns]
buffers and inverters         2             1.30
and+or+nand+nor               2             0.97
AOI/OAI and AO/OA             4             0.72
xor gates and xnor gates      1             0.47
[routing by layer]
layer | up-vias | part of all wire, % | GRT usage, %
li1 | 1021 | - | -
met1 | 902 | 49 | 15.5
met2 | 67 | 42 | 14.2
met3 | 0 | 8.5 | 2.11
met4 | 0 | 0 | 0.110
met5 | - | 0 | 0
[path summary, 6_finish.rpt]
check	from	to	slack [ns]	depth (start not counted)
setup / recovery	SW[3]	HEX0[1]	3.08	9
hold / removal	SW[2]	LEDR[2]	5.42	3
[layout by cell type, fill, tap and decap left out, types with 3 or more instances in the layout]
| cell | synthesis | layout |
|---|---|---|
| clkdlybuf4s50_1 | 0 | 39 |
| nor2_1 | 24 | 24 |
| nand2_1 | 22 | 22 |
| nand3_1 | 13 | 13 |
| conb_1 | 2 | 12 |
| nor3_1 | 11 | 11 |
| o21ai_0 | 10 | 10 |
| a31oi_1 | 9 | 9 |
| or3_1 | 7 | 7 |
| inv_1 | 7 | 7 |
| a21oi_1 | 7 | 7 |
| o22ai_1 | 7 | 7 |
| nand3b_1 | 6 | 6 |
| buf_4 | 16 | 6 |
| nand2b_1 | 5 | 5 |
| o211ai_1 | 5 | 5 |
| a22o_1 | 4 | 4 |
| o221ai_1 | 4 | 4 |
| and2_1 | 4 | 4 |
| nand4_1 | 4 | 4 |
| xor2_1 | 4 | 4 |
| a211oi_1 | 3 | 3 |
| nor3b_1 | 3 | 3 |
| a21o_1 | 3 | 3 |
| o21ai_1 | 3 | 3 |
| o31ai_1 | 3 | 3 |
Power figures rest on the tool's default switching activity, not on a simulated workload.
